File: design/flow/config.mk
export PLATFORM = sky130hd
export DESIGN_NAME = UART_Top
export DESIGN_NICKNAME = UART_Top
export VERILOG_FILES = /design/flow/design.v
export SDC_FILE = /design/flow/constraint.sdc
export NUM_CORES = 4
export LEC_CHECK = 1
export CORE_AREA = 10 10 108 108
export DIE_AREA = 0 0 118 118
File: design/flow/constraint.sdc
current_design UART_Top

set clk_period 2.1
set clk_io_pct 0.2

create_clock -name clk0 -period $clk_period [get_ports {CLK}]

set non_clock_inputs [all_inputs -no_clocks]
set_input_delay [expr $clk_period * $clk_io_pct] -clock clk0 $non_clock_inputs
set_output_delay [expr $clk_period * $clk_io_pct] -clock clk0 [all_outputs]
File: design/flow/design.v
`timescale 1ns/1ps
module baud_gen (
    input wire        CLK,         
    input wire        RST,         
    output reg        BCLK         
);
    parameter UART_CLK_FREQ = 150_000_000;   
    parameter BAUD_RATE     = 3_000_000;     
    parameter OVERSAMPLING  = 16;            
    localparam integer DIVISOR = UART_CLK_FREQ / (BAUD_RATE * OVERSAMPLING);
    reg [$clog2(DIVISOR):0] cnt;   
    always @(posedge CLK) begin
        if (RST) begin
            cnt  <= 0;
            BCLK <= 0;
        end else begin
            if (cnt == DIVISOR - 1) begin
                cnt  <= 0;         
                BCLK <= ~BCLK;     
            end else begin
                cnt <= cnt + 1;    
            end
        end
    end
endmodule
`timescale 1ns/1ps
module UART_Rx #(parameter UART_CLK_FREQ = 150_000_000,    
                          BAUD_RATE = 3_000_000,         
                          OVERSAMPLING = 16             
)(
    input wire BCLK,
    input wire RST,          
    input wire RX,           
    output reg [7:0] DOUT,
    output reg DONERX        
);
    reg [7:0] RDATA;
    localparam IDLE = 2'b00, START = 2'b01, END = 2'b10;
    reg [1:0]pr_state;            
    reg [3:0] counts;        
    always @(posedge BCLK or posedge RST) begin
        if (RST) begin
            pr_state <= IDLE;
            DOUT <= 8'b0;
            RDATA <= 8'b0;
            DONERX <= 1'b0;
            counts <= 4'd0;
        end else begin
            case (pr_state)
                IDLE: begin
                    DONERX <= 1'b0;    
                    RDATA <= 8'b0;     
                    if (RX == 1'b0) begin
                        pr_state <= START;  
                    end else begin
                        pr_state <= IDLE;
                    end
                end
                START: begin
                    if (counts < 8) begin
                        RDATA <= {RDATA[6:0], RX};  
                        counts <= counts + 1;
                        pr_state <= START;
                    end else begin
                        DONERX <= 1'b1;  
                        counts <= 4'd0;  
                        DOUT <= RDATA;
                        pr_state <= END;
                    end
                end
                END: begin
                    if(DONERX == 1)begin
                        DONERX <= 0;
                    end
                    pr_state <= IDLE;
                end
                default: pr_state <= IDLE;  
            endcase
        end
    end
endmodule
`timescale 1ns/1ps
module UART_Top #(parameter UART_CLK_FREQ = 150_000_000,    
                            BAUD_RATE = 3_000_000,         
                            OVERSAMPLING = 16             
)(
    input wire CLK,          
    input wire RST,          
    input wire [7:0] TDATA,  
    input wire NEWD,         
    output wire DONETX,      
    output wire DONERX,      
    output wire [7:0] DOUT  
);
    wire BCLK;
    wire TX;  
    wire RX;  
    assign RX = TX;
    baud_gen #(
        .UART_CLK_FREQ(UART_CLK_FREQ),
        .BAUD_RATE(BAUD_RATE),
        .OVERSAMPLING(OVERSAMPLING)
    ) baud_gen_inst (
        .CLK(CLK),           
        .RST(RST),           
        .BCLK(BCLK)          
    );
    UART_Tx #(
        .UART_CLK_FREQ(UART_CLK_FREQ),
        .BAUD_RATE(BAUD_RATE),
        .OVERSAMPLING(OVERSAMPLING)
    ) uart_tx (
        .BCLK(BCLK),
        .RST(RST),
        .NEWD(NEWD),
        .TDATA(TDATA),
        .TX(TX),
        .DONETX(DONETX)
    );
    UART_Rx #(
        .UART_CLK_FREQ(UART_CLK_FREQ),
        .BAUD_RATE(BAUD_RATE),
        .OVERSAMPLING(OVERSAMPLING)
    ) uart_rx (
        .BCLK(BCLK),
        .RST(RST),
        .RX(RX),
        .DOUT(DOUT),
        .DONERX(DONERX)
    );
endmodule
`timescale 1ns/1ps
module UART_Tx #(parameter UART_CLK_FREQ = 150_000_000,    
                          BAUD_RATE = 3_000_000,         
                          OVERSAMPLING = 16             
)(
    input wire BCLK,
    input wire RST,          
    input wire NEWD,         
    input wire [7:0] TDATA,  
    output reg TX,           
    output reg DONETX        
);
    localparam [1:0] IDLE = 2'b00, START = 2'b01, TRANS = 2'b10, DONE = 2'b11;
    reg [1:0] pr_state;       
    reg [3:0] counts;         
    always @(posedge BCLK or posedge RST) begin
        if (RST) begin
            pr_state <= IDLE;
            TX <= 1'b1;            
            DONETX <= 1'b0;
            counts <= 4'd0;
        end else begin
            case (pr_state)
                IDLE: begin
                    TX <= 1'b1;    
                    DONETX <= 1'b0;
                    if (NEWD) begin
                        pr_state <= START;
                    end else begin
                        pr_state <= IDLE;
                    end
                end
                START: begin
                    TX <= 1'b0;    
                    counts <= 4'b0;  
                    pr_state <= TRANS;
                end
                TRANS: begin
                    if (counts < 8) begin
                        TX <= TDATA[counts];  
                        counts <= counts + 1;
                        pr_state <= TRANS;
                    end else begin
                        TX <= 1'b1;  
                        if(counts == 8)begin
                        DONETX <= 1'b1;
                        end
                        pr_state <= DONE;
                    end
                end
                DONE: begin
                    pr_state <= IDLE;
                end
                default: pr_state <= IDLE;  
            endcase
        end
    end
endmodule
File: design/flow/run.sh
#!/bin/bash
# OpenROAD 26Q1-2900-gdf79404cd8, Yosys 0.63+post, stock flow scripts
make -C /OpenROAD-flow-scripts/flow DESIGN_CONFIG=/design/flow/config.mk WORK_HOME=/design/flow/orfs finish
==> run summary <==
impl run done, here's what came out: outcome=finished, final reports clean, antenna viol nets, final=0, DR DRC count=0, root buffer cell=clkbuf_8, Detailed Route Iter0 Violations=between 40 and 50, worst hold path type=flip-flop to flip-flop, yosys stat chip area=between 0.0015 and 0.002 mm^2, Chip Height=approximately 120 um, total gr overflow=0, Cell Area, Synth=between 0.0015 and 0.002 mm^2, endpoints left unconstrained=between 40 and 50, first-pass GRT wire length=4860 um, # diodes=0, CP Class=flip-flop to flip-flop, slew margin rel.=roughly 60%, Max stage delay cell, worst path=dfxtp_1, via count=around 1000, crit share post-route=between 50 and 60%, Worst Path Arrival=1.24 ns, via density per instance=between 3 and 4, register pins left without a clock=34, unrepaired setup endpoints after global routing=false, # rows=35, Crit path buffers/inverters=1, YS warnings=3, Top delay family on crit path=flip-flops, Area contributors post-synth=dfrtp_1 (48%), mux2_2 (7.7%), a22o_1 (5.4%), dfxtp_1 (5.0%), dfstp_2 (4.9%), Unique cell types=33, Final Non-Filler Cells=between 200 and 300, Detail Placement HPWL=about 2100 um, CP Data Required Time=2.20 ns, Routed Wire Length=2820 um, Pwr Density=roughly 250 mW/mm^2, CTS tree=built, Largest stage delay, worst path=~0.32 ns, aoi share=~14%, Reg clk slew, reported paths=roughly 0.030 ns, Async SR Flop Fraction=between 80% and 90%, worst vdd ir=roughly 0.38 mV, total power=506 uW, drt pass-1 iters=4, crit end category=flip-flop, largest net degree at the start of global routing=35, Layout area overhead=24.3%, Largest logic family=AND-OR/OR-AND gates, clock buffer count from CTS=3, cts repair resizes=0, Least-Margin Pin Slew=~0.6 ns, Mux area share=between 10 and 15%, core footprint=just over 0.009 mm^2, share of layout cells above drive strength 1=between 10% and 20%, crit path cell chain=inv_1 > ha_1 > nor2b_1 > xnor2_1 > nor2_1, Log Warnings=27, static leakage=approximately 0.88 nW, clk latency late pin=between 0.2 and 0.25 ns, CTS H-tree lvls=1, Final Hold Violation Tally=0, area leader, netlist=dfrtp_1, Post-CTS Hold Fix Bufs=0, Filler cells=1017, worst-path maximum fanout=3, Mean Syn Cell Area=12.0 um^2, Routed WL per cell=roughly 10 um, deepest clock path buffer count=2, MaxCap Viol Count=0, Die ar.=0.0139 mm^2, Max Transition Viols Final=0, initial antenna violation count=0, Clock Skews=about 0.00095 ns, setup_tns=0 ns, Post-Synth Simple-Gate Area=7.45%, Max-area cell share=about half, setup bufs post-CTS=0, setup ws final=~0.96 ns, final setup vio count=0, flops out of synthesis=38, Final min period=roughly 1.1 ns, Dominant flop cell=dfrtp_1, Startpoint Class=flip-flop, xor/xnor share=less than 1%, Port Buffers=20, placed cell count=approximately 280, post-place setup slack=between 0.9 and 1 ns, yosys adder share=under 10%, Die X=118 um, FMAX=around 880 MHz, WHS=about 0.47 ns, Ports=21, fp util=approximately 17%, Tot GR Track Use=under 10%, EDFF count, synth=0, GP Congestion=0.756, Yosys Instances=134, Synth Instances=between 100 and 150, vias in the first global route=between 1000 and 1500, Seq/Total Area, Yosys=between 50% and 60%
## cell usage in the layout (no fill, tap or decap), types with 2 or more instances in the layout
cell             instances
a21oi_1                  2
clkbuf_8                 3
o21ai_0                  6
nor2_1                   6
dfstp_2                  3
a21o_1                   3
a22o_1                  10
dfxtp_1                  4
buf_4                    2
o22ai_1                  2
o21bai_1                 2
mux2_2                  11
and2_1                   2
nand2_1                  4
ha_1                     5
mux2i_1                  4
clkdlybuf4s50_1         20
dfrtp_1                 31
nor2b_1                  3
a22oi_1                  2
nor3_1                   3
inv_1                   15
nand2b_1                 2
## path summary, 6_finish.rpt
path                          end            startpoint  slack (ns)  cells after the start
max            baud_gen_inst.BCLK  baud_gen_inst.cnt[0]        0.96                      5
min          baud_gen_inst.cnt[0]  baud_gen_inst.cnt[0]        0.47                      1
max reg2reg    baud_gen_inst.BCLK  baud_gen_inst.cnt[0]        0.96                      5
min reg2reg  baud_gen_inst.cnt[0]  baud_gen_inst.cnt[0]        0.47                      1
## power breakdown
| part | total, mW | internal (mW) | switching (mW) |
|---|---|---|---|
| Clock | 0.160 | 0.122 | 0.0382 |
| Combinational | 0.113 | 0.0429 | 0.0696 |
| Sequential | 0.233 | 0.223 | 0.0102 |
| Total | 0.506 | 0.388 | 0.118 |
## final cells by class
| class | count | area, um^2 | share of cell area, % |
|---|---|---|---|
| Sequential cell | 38 | 935 | 46.6 |
| Clock buffer | 3 | 41.3 | 2.06 |
| Timing Repair Buffer | 22 | 215 | 10.7 |
| Multi-Input combinational cell | 77 | 596 | 29.7 |
| Inverter | 15 | 56.3 | 2.81 |
| Tap cell | 129 | 161 | 8.05 |
## cell usage after synthesis, drive strengths merged, types with 3 or more instances
master,n
dfxtp,4
buf,3
nand2,5
nor3,3
dfrtp,31
mux2,12
ha,5
o21ai,7
dfstp,3
a21o,3
nor2,6
nor2b,3
inv,15
a22o,10
mux2i,4
## cell families after synthesis
group	after synthesis
compound gates	31
flops	38
xor+xnor	1
simple gates	24
buf+inv	19
fa+ha+maj	5
mux	16
## per-stage QoR
stage / cell area (um^2) / util (%)
2_1_floorplan: 1610 / -
3_3_place_gp: 1960 / 21.1
3_5_place_dp: 1960 / 21.1
4_1_cts: 2000 / 21.6
5_1_grt: 2000 / 21.6
6_report: 2000 / 21.6
## worst register-to-register path, delay by kind of cell, from the launching register on
family / cells / cell delay (ns)
adder cells (fa/ha/maj): 1 / 0.16
flip-flops: 1 / 0.32
AND/OR/NAND/NOR: 2 / 0.31
buffers and inverters: 1 / 0.07
XOR/XNOR: 1 / 0.17
## routing by layer
layer	global-route usage [%]	wire length, um
met1	5.23	1260
met2	6.68	1390
met3	0.972	147
met4	0.309	14
met5	0	0
## flip-flops by register name, indices dropped and copies added, names as in the netlist, 3 cells and up
name,flops
uart_tx.counts,4
baud_gen_inst.cnt,3
uart_tx.pr_state,4
uart_rx.pr_state,3
uart_rx.DOUT,8
uart_rx.RDATA,8
uart_rx.counts,4
Power and IR drop assume default switching activity.
